==> flow/design.v <==
`timescale 1ps / 1ps
module adder_4bit (
    input [3:0] a,          
    input [3:0] b,		    
    output [3:0] sum,       
    output carry_out        
);
    wire c1, c2, c3;
    full_adder fa0 (
        .a(a[0]),
        .b(b[0]),
        .cin(1'b0),   
        .sum(sum[0]),
        .cout(c1)
    );
    full_adder fa1 (
        .a(a[1]),
        .b(b[1]),
        .cin(c1),     
        .sum(sum[1]),
        .cout(c2)
    );
    full_adder fa2 (
        .a(a[2]),
        .b(b[2]),
        .cin(c2),     
        .sum(sum[2]),
        .cout(c3)
    );
    full_adder fa3 (
        .a(a[3]),
        .b(b[3]),
        .cin(c3),     
        .sum(sum[3]),
        .cout(carry_out)  
    );
endmodule
`timescale 1ps / 1ps
module comparator_4bit (
    input [3:0] A,        
    input [3:0] B, 
	input enable,
    output A_equal_B,     
    output A_greater_B,   
    output A_less_B       
);
    wire x3, x2, x1, x0;
    assign x3 = ~(A[3] ^ B[3]);  
    assign x2 = ~(A[2] ^ B[2]);  
    assign x1 = ~(A[1] ^ B[1]);  
    assign x0 = ~(A[0] ^ B[0]);  
    assign A_equal_B = enable & x3 & x2 & x1 & x0;
    assign A_greater_B = enable & ((A[3] & ~B[3]) |
                         (x3 & A[2] & ~B[2]) |
                         (x3 & x2 & A[1] & ~B[1]) |
                         (x3 & x2 & x1 & A[0] & ~B[0]));
    assign A_less_B = enable & ((~A[3] & B[3]) |
                      (x3 & ~A[2] & B[2]) |
                      (x3 & x2 & ~A[1] & B[1]) |
                      (x3 & x2 & x1 & ~A[0] & B[0]));
endmodule
`timescale 1ps / 1ps
module full_adder (
    input a,         
    input b,         
    input cin,       
    output sum,      
    output cout      
);
    assign sum =  a ^ b ^ cin;      
    assign cout = (a & b) | (b & cin) | (a & cin);  
endmodule
`timescale 1ps / 1ps
module memory_control_unit(
    input [1:0] candidate_number,   
    input [2:0] voter_number,       
    input vote_signal,              
    input clk,                      
    output reg [1:0] winner_candidate,  
    output reg [2:0] out_vote       
);
    reg [3:0] voters [4:0];
    reg [3:0] candidates [2:0];
    wire valid_voter;
    wire voter_has_not_voted;
    wire valid_candidate;
    wire vote_enable;
    wire [3:0] candidate0_new_vote, candidate1_new_vote, candidate2_new_vote;
    wire [3:0] candidate_votes [2:0];
    wire [3:0] max_vote_01, max_vote_012;
    wire [1:0] winner_01, winner_012;
    wire greater_0_1, greater_01_2;
    initial begin
        voters[0] = 4'b0000; 
        voters[1] = 4'b0001;
        voters[2] = 4'b0010;
        voters[3] = 4'b0011;
        voters[4] = 4'b0100;
        candidates[0] = 4'b0000;
        candidates[1] = 4'b0000; 
        candidates[2] = 4'b0000;
        winner_candidate = 2'b00;
        out_vote = 3'b000;
    end
    assign candidate_votes[0] = candidates[0];
    assign candidate_votes[1] = candidates[1];
    assign candidate_votes[2] = candidates[2];
    comparator_4bit comp_voter (
        .A({1'b0, voter_number}),  
        .B(4'b0101),               
        .enable(1'b1),             
        .A_greater_B(),
        .A_less_B(valid_voter),
        .A_equal_B()
    );
    assign voter_has_not_voted = ~voters[voter_number][3];
    comparator_4bit comp_candidate (
        .A({2'b00, candidate_number}),  
        .B(4'b0011),                    
        .enable(1'b1),                  
        .A_greater_B(),
        .A_less_B(valid_candidate),
        .A_equal_B()
    );
    assign vote_enable = vote_signal & valid_voter & voter_has_not_voted & valid_candidate;
	wire candidate_is_0;
	wire candidate_is_1;
	wire candidate_is_2;
	comparator_4bit comp_candidate_0 (
    	.A({2'b00, candidate_number}),  
    	.B(4'b0000),                    
    	.enable(1'b1),                  
    	.A_greater_B(),
    	.A_less_B(),
    	.A_equal_B(candidate_is_0)
	);
	comparator_4bit comp_candidate_1 (
    	.A({2'b00, candidate_number}),  
    	.B(4'b0001),                    
    	.enable(1'b1),                  
    	.A_greater_B(),
    	.A_less_B(),
    	.A_equal_B(candidate_is_1)
	);
	comparator_4bit comp_candidate_2 (
    	.A({2'b00, candidate_number}),  
    	.B(4'b0010),                    
    	.enable(1'b1),                  
    	.A_greater_B(),
    	.A_less_B(),
    	.A_equal_B(candidate_is_2)
	);
	adder_4bit adder_candidate0 (
    	.a(candidates[0]),
    	.b(4'b0001 & {4{vote_enable & candidate_is_0}}),
    	.sum(candidate0_new_vote),
    	.carry_out()
	);
	adder_4bit adder_candidate1 (
    	.a(candidates[1]),
    	.b(4'b0001 & {4{vote_enable & candidate_is_1}}),
    	.sum(candidate1_new_vote),
    	.carry_out()
	);
	adder_4bit adder_candidate2 (
    	.a(candidates[2]),
    	.b(4'b0001 & {4{vote_enable & candidate_is_2}}),
    	.sum(candidate2_new_vote),
    	.carry_out()
	);
    always @(posedge clk) begin
        candidates[0] <= candidate0_new_vote;
        candidates[1] <= candidate1_new_vote;
        candidates[2] <= candidate2_new_vote;
        voters[voter_number] <= voters[voter_number] | {1'b1, 3'b000} & {4{vote_enable}};
    end
    comparator_4bit comp_0_1 (
        .A(candidate_votes[0]),
        .B(candidate_votes[1]),
        .enable(1'b1),
        .A_greater_B(greater_0_1),
        .A_less_B(),
        .A_equal_B()
    );
    assign max_vote_01 = (candidate_votes[0] & {4{greater_0_1}}) | 
                         (candidate_votes[1] & {4{~greater_0_1}});
    assign winner_01 = (2'b00 & {2{greater_0_1}}) | 
                       (2'b01 & {2{~greater_0_1}});
    comparator_4bit comp_01_2 (
        .A(max_vote_01),
        .B(candidate_votes[2]),
        .enable(1'b1),
        .A_greater_B(greater_01_2),
        .A_less_B(),
        .A_equal_B()
    );
    assign max_vote_012 = (max_vote_01 & {4{greater_01_2}}) | 
                          (candidate_votes[2] & {4{~greater_01_2}});
    assign winner_012 = (winner_01 & {2{greater_01_2}}) | 
                        (2'b10 & {2{~greater_01_2}});
    always @(posedge clk) begin
        winner_candidate <= winner_012;
        out_vote <= max_vote_012[2:0];
    end
endmodule
==> flow/run.sh <==
#!/bin/bash
# OpenROAD 26Q1-2900-gdf79404cd8, Yosys 0.63+post, stock flow scripts
make -C /OpenROAD-flow-scripts/flow DESIGN_CONFIG=/design/flow/config.mk WORK_HOME=/design/flow/orfs finish
==> flow/config.mk <==
export PLATFORM = sky130hd
export DESIGN_NAME = memory_control_unit
export DESIGN_NICKNAME = memory_control_unit
export VERILOG_FILES = /design/flow/design.v
export SDC_FILE = /design/flow/constraint.sdc
export NUM_CORES = 4
export LEC_CHECK = 1
export CORE_AREA = 10 10 107 107
export DIE_AREA = 0 0 117 117
==> flow/constraint.sdc <==
current_design memory_control_unit

set clk_period 2.7
set clk_io_pct 0.2

create_clock -name clk0 -period $clk_period [get_ports {clk}]

set non_clock_inputs [all_inputs -no_clocks]
set_input_delay [expr $clk_period * $clk_io_pct] -clock clk0 $non_clock_inputs
set_output_delay [expr $clk_period * $clk_io_pct] -clock clk0 [all_outputs]
==> impl_results.rst <==
Physical design figures
=======================

.. list-table::
   :header-rows: 1

   * - Metric
     - Value
   * - Outcome
     - complete, no violations
   * - Mean area per synthesized cell
     - 11.0 sq um
   * - Number of top-level pins
     - 12
   * - Setup slack, reg-to-reg
     - 0.15 ns
   * - Vias/cell
     - 3.49
   * - Final ANT Viol Nets
     - 0
   * - Number of warnings reported in the yosys synthesis log
     - 3
   * - CTS sink cnt
     - 22
   * - Gate Count Post-Synth
     - 104
   * - Number of register bits inferred by synthesis
     - 22
   * - DR pass1 iterations
     - 4
   * - Chip Area, Yosys
     - 1140 sq um
   * - Worst-path fanout max
     - 4
   * - Period minus WS final
     - 2.55 ns
   * - Synthesized cell area
     - 1140 sq um
   * - Yosys cell count
     - 104
   * - Transition time of the tightest slew-check pin
     - 0.260 ns
   * - Core Density at Floorplan
     - 0.124
   * - Hold Path Origin
     - candidates[1][3]
   * - Clk ins delay skew pair
     - 0.26 ns
   * - Share of flip-flops with an asynchronous set or reset after synthesis
     - 0
   * - Depth of the worst hold-timing path
     - 1
   * - Flop area
     - 492 sq um
   * - Type of element capturing the critical path
     - register
   * - Fraction of layout cells with a size suffix above 1
     - 0.254
   * - Number of endpoints failing setup at the final stage
     - 0
   * - Die area
     - 13700 sq um
   * - Global placement routability congestion
     - 0.840
   * - Endpoint of the worst hold path
     - candidates[1][3]
   * - Depth of the worst register-to-register path
     - 13
   * - Crit path launch type
     - register
   * - Most numerous logic cells after layout
     - sky130_fd_sc_hd__dfxtp_1, sky130_fd_sc_hd__buf_4, sky130_fd_sc_hd__ha_1, sky130_fd_sc_hd__clkdlybuf4s50_1, sky130_fd_sc_hd__nand2_1
   * - Final Max Slew Viols
     - 0
   * - Endpoint required time on the critical path
     - 2.86 ns
   * - Final hold slack
     - 0.430 ns
   * - Number of buffers on the longest clock path
     - 2
   * - Worst r2r src
     - candidates[1][3]
   * - Total of max-cap violations
     - 0
   * - Global-route wire length before repair
     - 3570 um
   * - Total number of vias
     - 841
   * - Maximum number of pins on one net before global-route repair
     - 14
   * - Area occupied by multi-input gates
     - 642 sq um
   * - Post-detailed-route wirelength per cell
     - 8.69 um
   * - Fmax
     - 392 MHz
   * - Arrival time at the worst endpoint
     - 2.71 ns
   * - Leftover overflow at the end of global routing
     - 0
   * - Power density relative to cell area
     - 909 nW/um^2
   * - Flip-flops with a built-in enable
     - 5
   * - Largest vdd supply drop
     - 0.305 mV
   * - Number of antenna violations at the first check in global routing
     - 0
   * - Via count of the first global-routing pass
     - 773
   * - Sequential fraction of the synthesis area
     - 0.430
   * - Fillers
     - 1017
   * - Startpoint-to-endpoint class of the critical path
     - reg -> reg
   * - Final Power
     - 0.00142 W
   * - Leading cell type in the layout, fill and taps excluded
     - sky130_fd_sc_hd__dfxtp_1
   * - Worst rel slew slack
     - 0.825
   * - Buffer cell driving the clock tree root
     - sky130_fd_sc_hd__clkbuf_8
   * - Maximum clock skew at final layout
     - 0.00150 ns
   * - Final Hold Vio Count
     - 0
   * - Floorplan die width
     - 117 um
   * - Number of rows in the core area
     - 35
   * - CTS Buf Count
     - 3
   * - Period utilisation layout
     - 0.946
   * - Clock tree from TritonCTS
     - yes
   * - Antenna Diode Count
     - 0
   * - Hold Path Class
     - reg -> reg
   * - Unrepaired setup endpoints after global routing
     - false
   * - All-layer global routing usage
     - 0.0318
   * - Overall die height
     - 117 um
   * - Area of the placeable core
     - 9200 sq um
   * - Prevailing post-synth register cell
     - sky130_fd_sc_hd__dfxtp_1
   * - Residual DRC
     - 0
   * - Detailed Route Iter0 Violations
     - 59
   * - Area growth from synthesis to layout
     - 36.8%
   * - Overall routed net length
     - 2100 um
   * - Half-perimeter wire length of the detailed placement result
     - 1720 um
   * - Clock H-tree levels
     - 1
   * - Endpoint of the most critical register-to-register path
     - out_vote[1]
   * - Post-CTS clock slew at the launch and capture registers of the worst setup and hold paths
     - 0.08 ns
   * - Number of distinct library cells after synthesis
     - 41
   * - Buffers on Ports
     - 11
   * - Leakage
     - 0.643 nW
   * - Count of warning messages emitted by the tools
     - 25
==> worst max-delay path by stage <==
stage	startpoint	endpoint	cells past startpoint	slack, ns
after CTS	candidates[1][3]	out_vote[0]	13	0.006
after global routing	candidates[1][3]	out_vote[1]	13	0.03
final	candidates[1][3]	out_vote[1]	13	0.15
==> synthesized netlist by cell type, types with 2 or more instances <==
cell | number | share of area
sky130_fd_sc_hd__nor2b_2 | 2 | 0.015
sky130_fd_sc_hd__and3b_1 | 3 | 0.023
sky130_fd_sc_hd__ha_1 | 11 | 0.12
sky130_fd_sc_hd__nand2b_1 | 3 | 0.016
sky130_fd_sc_hd__dfxtp_1 | 17 | 0.30
sky130_fd_sc_hd__edfxtp_1 | 5 | 0.13
sky130_fd_sc_hd__a31o_1 | 2 | 0.015
sky130_fd_sc_hd__nand2_1 | 9 | 0.030
sky130_fd_sc_hd__nor3_1 | 2 | 0.0088
sky130_fd_sc_hd__o21a_2 | 2 | 0.015
sky130_fd_sc_hd__nor2_1 | 3 | 0.0099
sky130_fd_sc_hd__xor2_1 | 3 | 0.023
sky130_fd_sc_hd__inv_1 | 4 | 0.013
sky130_fd_sc_hd__nor3b_1 | 3 | 0.020
sky130_fd_sc_hd__a31oi_1 | 4 | 0.022
sky130_fd_sc_hd__o21ai_0 | 6 | 0.026
==> cell families (layout without fill, tap and decap cells) <==
group,after synthesis,count (layout),share of synthesized area
and+or+nand+nor,35,35,0.201
AOI/OAI and AO/OA,26,26,0.179
DFF,22,22,0.430
adders and majority gates,11,11,0.121
buffers and inverters,5,31,0.0176
xor gates and xnor gates,3,3,0.0231
muxes,2,2,0.0285
==> critical path, cell delays in order, from the launching register on <==
cell	delay, ns
sky130_fd_sc_hd__dfxtp_2	0.34
sky130_fd_sc_hd__inv_1	0.05
sky130_fd_sc_hd__ha_1	0.30
sky130_fd_sc_hd__and3b_4	0.21
sky130_fd_sc_hd__nor2_2	0.09
sky130_fd_sc_hd__o21ai_2	0.07
sky130_fd_sc_hd__nand2_1	0.06
sky130_fd_sc_hd__o21ai_0	0.11
sky130_fd_sc_hd__ha_1	0.33
sky130_fd_sc_hd__buf_4	0.12
sky130_fd_sc_hd__buf_4	0.10
sky130_fd_sc_hd__o31ai_4	0.07
sky130_fd_sc_hd__or3_4	0.38
sky130_fd_sc_hd__a31o_1	0.21
==> per-stage QoR <==
stage | cell area, sq um | setup slack (ns) | utilization | cells | TNS, ns
2_1_floorplan | 1140 | 0.152 | - | 104 | 0
3_3_place_gp | 1460 | -0.0279 | 0.159 | 235 | -0.0279
3_5_place_dp | 1460 | -0.0331 | 0.159 | 235 | -0.0499
4_1_cts | 1530 | 0.00594 | 0.166 | 239 | 0
5_1_grt | 1560 | 0.0299 | 0.170 | 241 | 0
6_report | 1560 | 0.146 | 0.170 | 241 | 0
==> report_power, final <==
| part | switching (W) | leakage (nW) | internal, W |
|---|---|---|---|
| sequential | 0.0000896 | 0.187 | 0.000443 |
| clock | 0.000103 | 0.0357 | 0.000198 |
| combinational | 0.000234 | 0.421 | 0.000351 |
==> routing by layer <==
layer | vias to the layer above | GRT usage | share of wire
met1 | 378 | 0.0425 | 0.47
met5 | - | 0 | 0
met2 | 17 | 0.0469 | 0.43
met4 | 0 | 0.00494 | 0.016
met3 | 5 | 0.0150 | 0.089
li1 | 441 | - | -
==> flip-flops by register name (all words and copies together) (netlist names) <==
register and count:
winner_candidate 2, candidates 12, out_vote 3, voters 5
==> area by class of cell <==
type | instances | area share
clock inverter | 1 | 0.0193
timing repair buffer | 23 | 0.128
sequential | 22 | 0.315
inverter | 4 | 0.00963
tap | 111 | 0.0891
multi-input combinational | 77 | 0.412
clock buffer | 3 | 0.0265
==> what timing repair did <==
| item | CTS | global route |
|---|---|---|
| buffers inserted | 0 | 2 |
| hold buffers | 0 | 0 |
| endpoints found under the setup margin | 0 | 4 |
| resized | 0 | 5 |
Power and IR drop assume default switching activity.
