`design/flow/design.v`:
```
`timescale 1ps / 1ps
module adder_4bit (
    input [3:0] a,          
    input [3:0] b,		    
    output [3:0] sum,       
    output carry_out        
);
    wire c1, c2, c3;
    full_adder fa0 (
        .a(a[0]),
        .b(b[0]),
        .cin(1'b0),   
        .sum(sum[0]),
        .cout(c1)
    );
    full_adder fa1 (
        .a(a[1]),
        .b(b[1]),
        .cin(c1),     
        .sum(sum[1]),
        .cout(c2)
    );
    full_adder fa2 (
        .a(a[2]),
        .b(b[2]),
        .cin(c2),     
        .sum(sum[2]),
        .cout(c3)
    );
    full_adder fa3 (
        .a(a[3]),
        .b(b[3]),
        .cin(c3),     
        .sum(sum[3]),
        .cout(carry_out)  
    );
endmodule
`timescale 1ps / 1ps
module ballot_memory_unit (
    input [3:0] candidate_number,   
    input vote_cast,                
    input clk,                      
    input initializer,              
    output [3:0] candidate_out,     
    output [3:0] vote_count         
);
    wire [3:0] current_vote_count;  
    wire [3:0] increment;           
    wire [3:0] temp_vote_count;     
    wire [3:0] next_vote_count;     
    wire carry_out;                 
    assign increment[0] = vote_cast;   
    assign increment[1] = 1'b0;        
    assign increment[2] = 1'b0;
    assign increment[3] = 1'b0;
    adder_4bit adder (
        .a(current_vote_count),  
        .b(increment),           
        .sum(temp_vote_count),   
        .carry_out(carry_out)    
    );
    assign next_vote_count[0] = (initializer & 1'b0) | (~initializer & temp_vote_count[0]);
    assign next_vote_count[1] = (initializer & 1'b0) | (~initializer & temp_vote_count[1]);
    assign next_vote_count[2] = (initializer & 1'b0) | (~initializer & temp_vote_count[2]);
    assign next_vote_count[3] = (initializer & 1'b0) | (~initializer & temp_vote_count[3]);
    memory_block_4bit candidate_memory (
        .data_in(candidate_number),  
        .write_enable(initializer | vote_cast),  
        .clk(clk),                   
        .data_out(candidate_out)     
    );
    memory_block_4bit vote_count_memory (
        .data_in(next_vote_count),   
        .write_enable(initializer | vote_cast),  
        .clk(clk),                   
        .data_out(current_vote_count)  
    );
    assign vote_count = current_vote_count;
endmodule
`timescale 1ps / 1ps
module dflipflop (
    input din, 
    input clk, 
    output reg q, 
    output qBar
);
    always @(posedge clk) begin
        q <= din; 
    end
    assign qBar = ~q;
endmodule
`timescale 1ps / 1ps
module full_adder (
    input a,         
    input b,         
    input cin,       
    output sum,      
    output cout      
);
    assign sum =  a ^ b ^ cin;      
    assign cout = (a & b) | (b & cin) | (a & cin);  
endmodule
`timescale 1ps / 1ps
module memory_block_4bit (
    input [3:0] data_in,      
    input write_enable,       
    input clk,                
    output [3:0] data_out     
);
    wire q0, q1, q2, q3;
    wire qBar0, qBar1, qBar2, qBar3;
    wire din0 = (write_enable & data_in[0]) | (~write_enable & q0);
    wire din1 = (write_enable & data_in[1]) | (~write_enable & q1);
    wire din2 = (write_enable & data_in[2]) | (~write_enable & q2);
    wire din3 = (write_enable & data_in[3]) | (~write_enable & q3);
    dflipflop dff0 (
        .din(din0),
        .clk(clk),
        .q(q0),
        .qBar(qBar0)
    );
    dflipflop dff1 (
        .din(din1),
        .clk(clk),
        .q(q1),
        .qBar(qBar1)
    );
    dflipflop dff2 (
        .din(din2),
        .clk(clk),
        .q(q2),
        .qBar(qBar2)
    );
    dflipflop dff3 (
        .din(din3),
        .clk(clk),
        .q(q3),
        .qBar(qBar3)
    );
    assign data_out = {q3, q2, q1, q0};
endmodule
```
`design/flow/run.sh`:
```
#!/bin/bash
# OpenROAD 26Q1-2900-gdf79404cd8, Yosys 0.63+post, stock flow scripts
make -C /OpenROAD-flow-scripts/flow DESIGN_CONFIG=/design/flow/config.mk WORK_HOME=/design/flow/orfs finish
```
`design/flow/config.mk`:
```
export PLATFORM = sky130hd
export DESIGN_NAME = ballot_memory_unit
export DESIGN_NICKNAME = ballot_memory_unit
export VERILOG_FILES = /design/flow/design.v
export SDC_FILE = /design/flow/constraint.sdc
export NUM_CORES = 4
export LEC_CHECK = 1
export CORE_AREA = 10 10 70 70
export DIE_AREA = 0 0 80 80
```
`design/flow/constraint.sdc`:
```
current_design ballot_memory_unit

set clk_period 1.1
set clk_io_pct 0.2

create_clock -name clk0 -period $clk_period [get_ports {clk}]

set non_clock_inputs [all_inputs -no_clocks]
set_input_delay [expr $clk_period * $clk_io_pct] -clock clk0 $non_clock_inputs
set_output_delay [expr $clk_period * $clk_io_pct] -clock clk0 [all_outputs]
```
==> ci_impl_report.md <==
### Metrics collected by this job

| Metric | Value |
|---|---|
| Comb power frac | `approximately 18%` |
| Failing checks | `setup timing` |
| CP startpoint kind | `input port` |
| Number of cells in Yosys stat | `25` |
| PD cells | `between 1000 and 1500 nW/um2` |
| Clk_skew | `between 0.00015 and 0.0002 ns` |
| DIE HEIGHT | `approximately 80 um` |
| Fp util | `11.0%` |
| Peak supply drop | `around 360 uV` |
| Final Hold Fails | `0` |
| Critical path required time | `1.11 ns` |
| Die area | `between 6000 and 7000 um2` |
| Num CTS Buffers | `3` |
| Initial DRC count | `3` |
| CTS tree | `done` |
| Largest area contributor in the netlist | `edfxtp_1` |
| DRT antenna net count | `0` |
| Most used cell, CP | `ha_4` |
| Tool Warnings | `28` |
| Leakage power | `0.000224 uW` |
| Drt total wl | `roughly 700 um` |
| # clock sinks | `8` |
| Die X-Extent | `80 um` |
| Vias in the first global route | `233` |
| Clock period minus worst slack | `1.35 ns` |
| Syn_area_per_cell | `15.0 um2` |
| Initial antenna violation count | `0` |
| Crit path max fanout | `2` |
| Post-Syn Area | `around 380 um2` |
| Unrepaired setup endpoints after global routing | `yes` |
| Clk slew on worst S/H paths | `about 0.05 ns` |
| Cell Rows | `21` |
| Largest net degree at the start of global routing | `9` |
| Synthesized flop and latch total | `8` |
| Commonest flop | `edfxtp_1` |
| Hold Worst Slack | `between 0.5 and 0.6 ns` |
| Switching Share | `about a fifth` |
| Crit path DAT | `1.36 ns` |
| Sequential power share | `52.4%` |
| Post-synth top cells | `8 x buf_4, 8 x edfxtp_1, 3 x ha_1, 3 x nor2b_1` |
| Placed Area | `approximately 560 um2` |
| Share of layout cells above drive strength 1 | `41.0%` |
| Area growth syn-to-layout | `60.0%` |
| Core area | `approximately 3400 um2` |
| EDFF count, synth | `8` |
| I/O Pins | `15` |
| CP endpoint kind | `register` |
| Final core occ | `17.6%` |
| Worst Hold Class | `in2reg` |
| Diode count | `0` |
| Cell area leaders | `edfxtp_1 64%, buf_4 16%, ha_1 10%` |
| # DRC | `0` |
| Global-route wire length before repair | `1.10 mm` |
| Synth warn | `1` |
| Async S/R FF share, synth | `0%` |
| CP Class | `in2reg` |
| Setup violators final | `4` |
| Critical path's largest stage delay | `0.43 ns` |
| Post-synth seq share | `between 60% and 70%` |
| Max Cap Viol | `0` |
| Final WS setup | `-0.251 ns` |
| Period utilization | `123%` |
| Buffers on Ports | `14` |
| H-tree depth | `1` |
| Power Total | `731 uW` |
| Int Pwr | `between 500 and 600 uW` |
| Max-area cell share | `roughly 64%` |
| FMAX | `~740 MHz` |
| Synthesized instance count | `25` |
| Max transition margin | `91.9%` |
| Yosys stat chip area | `between 300 and 400 um2` |
| Post-CTS Hold Buffers | `0` |
| Clock buffer depth | `2` |
| Sw Pwr | `approximately 140 uW` |
| Clock Power Share | `between 20 and 30%` |
| Gr ovfl total | `0` |
| Final Max Tran Viols | `0` |
| Vias | `221` |
| GPL Wtd Cong | `~0.66` |
| Wire length per cell | `around 8.4 um` |
| Critical-path cell list | `clkdlybuf4s50_1 -> ha_2 -> ha_4 -> ha_4 -> nor2b_1` |
| Fin area | `~600 um2` |
| Drt via density | `between 2 and 3` |
| CP max-delay cell | `clkdlybuf4s50_1` |
| GRT Total Usage | `under 10%` |
| CTS root buf | `clkbuf_4` |
| Late-Pin Clk Latency | `0.25 ns` |
| Status | `finished with violations` |
| Pre-Repair DR Iteration Count | `2` |
| Unique masters post-synth | `7` |
| Least-Margin Pin Slew | `between 0.1 and 0.15 ns` |
==> cell usage in the layout, fill, tap and decap left out <==
master and count:
clkdlybuf4s50_1 6, or2_4 1, ha_4 2, nor2b_1 3
ha_2 1, nor2_1 1, buf_6 1, buf_4 5
xnor2_2 1, clkbuf_2 2, clkbuf_4 3, clkdlybuf4s15_1 4
dlygate4sd2_1 1, edfxtp_1 8
==> critical path: cells and delay by family <==
kind | cells | cell delay [ns]
simple gates | 1 | 0.12
fa+ha+maj | 3 | 0.59
buf+inv | 1 | 0.43
==> kinds of logic after synthesis <==
kind of cell	count (synthesis)	share of synthesized area (%)
xor+xnor	1	2.33
fa+ha+maj	3	10.0
buf+inv	8	16.0
flops	8	64.0
simple gates	5	7.67
==> final timing paths <==
check	startpoint	end	slack, ns	depth (start not counted)
max reg2reg	register	register	-0.24	4
min	candidate_number[2]	register	0.52	1
max	vote_cast	register	-0.25	5
min reg2reg	register	register	0.71	3
==> area by class of cell <==
type                            instances  area [um2]
Fill cell                             379        2820
Sequential cell                         8         240
Timing Repair Buffer                   19         168
Multi-Input combinational cell          9         113
Tap cell                               46        57.6
Clock buffer                            3        22.5
==> per-layer routing <==
metal  global-route usage, %  share of wire (%)  vias up
met2                    3.29                 45       13
met4                   0.176               0.70        0
li1                        -                  -      108
met3                    3.07                 22        2
met5                       0                  0        -
met1                    2.41                 32       98
==> repair_timing <==
action                                  CTS  global route
buffers inserted                          2             0
endpoints found under the hold margin     0             0
pin swaps                                 1             0
gates resized                            14             6
endpoints found under the setup margin   19            17
==> metrics by stage <==
stage	setup TNS (ns)	instances	setup slack [ns]
detailed placement	-3.99	80	-0.517
CTS	-0.802	85	-0.247
finish	-0.624	85	-0.251
floorplan	-0.464	25	-0.213
global placement	-3.88	80	-0.501
global route	-0.788	85	-0.305
==> power groups by stage <==
stage / sequential, uW / clock (uW) / combinational, uW
4_1_cts: 382 / 226 / 138
5_1_grt: 386 / 250 / 149
6_report: 383 / 215 / 133
Power figures rest on the tool's default switching activity, not on a simulated workload.
